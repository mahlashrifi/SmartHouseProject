<file path="design/flow/config.mk">
export PLATFORM = sky130hd
export DESIGN_NAME = MemoryUnit
export DESIGN_NICKNAME = MemoryUnit
export VERILOG_FILES = /design/flow/design.v
export SDC_FILE = /design/flow/constraint.sdc
export NUM_CORES = 4
export LEC_CHECK = 1
export CORE_UTILIZATION = 30
</file>
<file path="design/flow/constraint.sdc">
current_design MemoryUnit

set clk_period 1.5
set clk_io_pct 0.2

create_clock -name clk0 -period $clk_period [get_ports {clk}]

set non_clock_inputs [all_inputs -no_clocks]
set_input_delay [expr $clk_period * $clk_io_pct] -clock clk0 $non_clock_inputs
set_output_delay [expr $clk_period * $clk_io_pct] -clock clk0 [all_outputs]
</file>
<file path="design/flow/design.v">
`timescale 1 ns/1 ns
module MemoryUnit (
	input         arst ,  
	input         clk  ,  
	input         wren ,  
	input  [34:0] din  ,  
	output [34:0] dout    
);
	reg[34:0] doutReg;
	assign dout = doutReg;
	always@(posedge clk or posedge arst)
     begin
			if(arst)  doutReg <= 0;
			else
					if(wren)  doutReg <= din	;
		end
	endmodule
</file>
<file path="design/flow/run.sh">
#!/bin/bash
# OpenROAD 26Q1-2900-gdf79404cd8, Yosys 0.63+post, stock flow scripts
make -C /OpenROAD-flow-scripts/flow DESIGN_CONFIG=/design/flow/config.mk WORK_HOME=/design/flow/orfs finish
</file>
==> results.txt <==
run metrics: Setup Skew 0 ns, Top Ports 73, aoi share 0%, placed cell count 197, Placer Congestion 0.675, most frequent logic cell in the layout clkdlybuf4s50_1, final std cells w/o fill around 210, delay-heaviest family, CP buffers and inverters, final setup fails 0, Max Buffers Root-to-Sink 2, Top reg by flops doutReg, max reg flops 35, hold_buf cts 0, DRT iter0 DRCs 24, global-route usage over all layers 11.8%, GRT busiest layer met1, Die Wd around 72 um, kind of critical path reg -> out, Min Clock Period, post-route 1.41 ns, Die Y between 70 and 80 um, Final Util 50.8%, largest net degree at the start of global routing 36, post-route ant nets 0, CTS sink cnt 35, Worst Setup SP doutReg[22], Worst Setup End Kind primary output, sequential cell area 876 um2, tool warnings 25, Worst-path clk slew 0.07 ns, Root Driver clkbuf_8, Vias/cell 4.39, Synth cell types 6, vias in the first global route 935, Skew-Pair Late Insertion Delay 0.28 ns, cell area after synthesis 1460 um2, Vias ~900, Setup crit start kind flip-flop, Placeable Area 4500 um2, Pwr Density between 900 and 1000 nW/um2, Top non-seq family multiplexers, CTS buffer count 5, crit path max fanout 2, router iterations before antenna repair 3, layout cells sized above 1 between 20% and 30%, post-synthesis simple-gate area fraction 0%, critical path arrival 1.11 ns, post-route cell area 2290 um2, Port Buffers 72, DRC viols 0, Post-synth area hogs dfrtp_1, mux2_4, buf_12, mux2_2, buf_6, Synth Seq Share 60.1%, fmax 707 MHz, critical path data required time 1.20 ns, Top cells excl fill/tap clkdlybuf4s50_1, dfrtp_1, mux2_4, mux2_2, clkbuf_8, critical-path cell list clkdlybuf4s50_1, Slew Limit Fails 0, Pleak between 1 and 1.5 nW, average wire per standard cell 13.8 um, Post-CTS Setup Inserts 0, Synth Area per Inst between 15 and 20 um2, Core Rows 24, Least-Margin Pin Slew ~0.25 ns, grt ovf 0, flops out of synthesis 35, top flop regs doutReg x35, worst r2r src doutReg[0], chip area 5140 um2, Init Core Util about a third, Global Route met2 Usage 16.4%, worst min path class in -> async, antenna violations before repair 0, met1 usage between 15 and 20%, Synthesis Warnings 1, status complete, no violations, slowest CP cell clkdlybuf4s50_1, top area contributor share 60.1%, area added between synthesis and finish 57.0%, Placed Area about 2200 um2, comb. cell area just over 500 um2, H-tree level count 2, met3 GRT Util under 10%, Buf/Inv on CP 1, first-pass GRT wire length 4.63 mm, Layout fillers between 300 and 400, worst rel slew slack 83.0%, Routed WL ~2.8 mm, Final Hold Violating Endpoints 0, setup_tns 0 ns, Adder-Cell Fraction of Synth Area 0%, Max stage delay on crit path between 0.4 and 0.5 ns, TritonCTS clock tree built, max cap viols 0, YS chip area 1460 um2, Final Cycle Share 94.3%, post-synth top area cell dfrtp_1, ANT cells 0, RSZ-0062 raised after global routing no, Worst VDD drop 0.000659 V, post-CTS sizing 0, ys cells 75, mux contribution to synthesized area between 30% and 40%, dpl hpwl around 1.9 mm, XORs/XNORs by Area 0%, Post-Syn Instances ~75
-- cells in the mapped netlist --
master and n:
buf_12 3, mux2_2 5, inv_1 1, mux2_4 30, dfrtp_1 35, buf_6 1
-- metal layers --
layer	share of wire [%]	routed length, um
met5	0	0
met4	1.8	50
met3	7.3	206
met2	42	1180
met1	49	1380
-- where the power goes --
part	switching [mW]	total [mW]	leakage, nW	internal [mW]
Combinational	0.0918	0.464	0.572	0.373
Sequential	0.0496	1.09	0.409	1.04
Clock	0.321	0.646	0.0422	0.326
Total	0.462	2.20	1.02	1.74
-- worst paths after layout --
kind / end / slack [ns] / cells after the start
max in group asynchronous: doutReg[4] / 0.95 / 3
worst min-delay path: doutReg[32] / 0.37 / 3
worst max register to register: doutReg[0] / 0.72 / 1
min in group clk0: doutReg[7] / 0.51 / 1
worst max-delay path: dout[22] / 0.09 / 1
worst min register to register: doutReg[7] / 0.51 / 1
-- per-stage QoR --
step	worst slack [ns]	hold WS, ns	total power [mW]
finish	0.0857	0.370	2.20
global route	0.0262	0.398	2.33
CTS	0.0643	0.374	2.24
detailed placement	0.332	0.492	1.57
global placement	0.352	0.492	1.57
floorplan	0.424	0.448	1.27
-- area by class of cell --
| class | instances | share of cell area (%) |
|---|---|---|
| multi-input cells | 35 | 22.1 |
| clock buffers | 7 | 3.34 |
| inverters | 1 | 0.164 |
| flip-flops and latches | 35 | 38.3 |
| well taps | 52 | 2.84 |
| clock inverters | 1 | 0.219 |
| repair buffers | 74 | 33.0 |
-- cells by family (layout without fill, tap and decap cells) --
logic type | Yosys count | after routing
flip-flops | 35 | 35
buffers and inverters | 5 | 83
multiplexers | 35 | 35
No activity file was given, so power comes from the tool's default toggle rates.
