**design/flow/design.v**
```verilog
`timescale 1 ns/1 ns
module AdderSubtractor32x32 (
	input  [31:0] A    ,  
	input  [31:0] B    ,  
	input         sel  ,  
	output [31:0] S       
);
	assign S = (sel == 0)? (A+B):(A-B);
endmodule
`timescale 1 ns/1 ns
module Multiplier16x16 (
	input  [15:0] A ,  
	input  [15:0] B ,  
	output [31:0] P    
);
		assign P = A * B;
endmodule
`timescale 1 ns/1 ns
module Multiplier8x8 (
	input  [ 7:0] A ,  
	input  [ 7:0] B ,  
	output [15:0] P    
);
	assign P = A * B;
endmodule
`timescale 1 ns/1 ns 
module TemperatureCalculator (
	input  [31:0] tc_base  ,  
	input  [ 7:0] tc_ref   ,  
	input  [15:0] adc_data ,  
	output [31:0] tempc      
);
	wire [7:0] abs_ref;
	assign abs_ref= (tc_ref[7]? -tc_ref :tc_ref);
	wire [15:0] tc_ref_squered;
	Multiplier8x8 M8bit(abs_ref , abs_ref, tc_ref_squered);
	wire [15:0] adc_data_unsigned;
	assign adc_data_unsigned[15] = 1'b0;
	assign adc_data_unsigned[14:0] = adc_data[14:0]; 
	wire [31:0] data_refs;
	Multiplier16x16 M16bit(adc_data_unsigned , tc_ref_squered , data_refs);
	wire [31:0] data_refs_devided;
	assign data_refs_devided[25:0] = data_refs[31:6];
	assign data_refs_devided[31:26]  = {1'b0};
	wire [31:0] tmp2;
	AdderSubtractor32x32 AS32bit(data_refs_devided , tc_base , adc_data[15] , tmp2);
	assign tempc = ~tmp2 + 1'b1;
endmodule
```
**design/flow/run.sh**
```bash
#!/bin/bash
# OpenROAD 26Q1-2900-gdf79404cd8, Yosys 0.63+post, stock flow scripts
make -C /OpenROAD-flow-scripts/flow DESIGN_CONFIG=/design/flow/config.mk WORK_HOME=/design/flow/orfs finish
```
**design/flow/config.mk**
```make
export PLATFORM = sky130hd
export DESIGN_NAME = TemperatureCalculator
export DESIGN_NICKNAME = TemperatureCalculator
export VERILOG_FILES = /design/flow/design.v
export SDC_FILE = /design/flow/constraint.sdc
export NUM_CORES = 4
export LEC_CHECK = 1
export CORE_UTILIZATION = 40
```
**design/flow/constraint.sdc**
```tcl
current_design TemperatureCalculator

set clk_period 30.5
set clk_io_pct 0.2

create_clock -name clk0 -period $clk_period

set non_clock_inputs [all_inputs -no_clocks]
set_input_delay [expr $clk_period * $clk_io_pct] -clock clk0 $non_clock_inputs
set_output_delay [expr $clk_period * $clk_io_pct] -clock clk0 [all_outputs]
```
==> flow_summary.ini <==
; generated from flow reports
[outcome]
status = finished, final reports clean

[synthesis]
ys_cells = 1531
syn_avg_cell_area_um2 = 8.03
yosys.stat.seqShare = 0
synth.cell_area_um2 = 12300
synth_cell_type_count = 67
yosys.stat.chipArea_um2 = 12300
yosysWarnings = 0
syn_inst = 1531

[finish]
mi_logic_area_um2 = 11100
nFlopsAndLatches = 0
post-route-util = 0.453
seqCellArea_um2 = 0
fill_cells = 2936
area_growth_pct = 10.2
fin_cells = 1966
drive_above_1_share = 0.0337
clkbuf_count = 0

[setup_path]
worstSetupPathType = in2out
cp-startpoint = tc_ref[0]
crit_family = adder cells
critPathLaunchType = input port
critPathMaxStageDelay_ns = 0.88
crit_path_end_kind = primary output
crit_slowest_cell = clkdlybuf4s50_1
crit_fanout = 19
critPathRequiredTime_ns = 24.40
critPathBufInv = 12
arrival_ns = 21.65

[placement]
dpl_worst_slack_ns = 2.70
place_inst = 1965
place.gp.congestion = 0.910
hpwl_um = 23800
portBuffers = 88

[sta]
slew_headroom = 0.388
slew_viol_final = 0
setup_viol_count_final = 0
whs_ns = 13.33
finalClockPeriodUsage = 0.910
hold_viol = 0
tightest_slew_ns = 0.906
rsz0062_at_grt = no
setup_ws_ns = 2.75
final.setup.tns_ns = 0
finalCriticalPeriod_ns = 27.75
fmax_mhz = 36.0

[detailed_routing]
drc = 0
vias_per_cell = 5.08
ant_nets = 0
first_pass_iters = 7
initialDrtViolationCount = 441
totalWireLength_um = 28300
dr_total_vias = 9980
drt-wirelength-per-cell_um = 14.4

[floorplan]
rows = 63
fp.dieH_um = 177
fp.dieW_um = 177
initial_core_util = 0.411
coreArea_um2 = 30000
die_area_um2 = 31400
boundaryPins = 88

[run]
max_cap_viol_count = 0
warnings = 33

[worst_hold_path]
min_path_type = in2out
hold_start = tc_base[0]

[clocking]
post-cts-setup-buffer-count = 0
cts-resized-gates = 0
cts_hold_buf = 0

[grt]
antenna_found_initial = 1
grt_max_degree = 32
grt-ovfl-total = 0
grt_pass1_vias = 10300
grt_pass1_wl_um = 50400
grt_usage = 0.207
==> synthesized netlist by cell type, drive strengths merged (17+ instances only) <==
cell type	number	area share
fa	190	0.31
nand2	179	0.055
ha	154	0.16
nand3	33	0.013
o21ai	33	0.013
inv	253	0.077
and2	94	0.048
xor2	29	0.021
a21oi	57	0.023
nor3	28	0.012
mux2i	26	0.021
clkbuf	53	0.016
xnor2	90	0.065
nor2	87	0.027
and3	17	0.0086
nand2b	17	0.0086
nor2b	18	0.0092
==> routing by layer <==
layer / part of all wire / vias up / wire, um / GRT usage
li1: - / 5009 / - / -
met1: 0.47 / 4631 / 13300 / 0.314
met2: 0.43 / 315 / 12200 / 0.307
met3: 0.089 / 25 / 2520 / 0.0678
met4: 0.012 / 0 / 330 / 0.0207
met5: 0 / - / 0 / 0
==> layout by cell type (no fill, tap or decap), types with 27 or more instances in the layout <==
cell / count
xor2_1: 29
nand2_1: 179
fa_1: 190
nor3_1: 27
inv_1: 253
nand3_1: 33
o21ai_0: 31
clkdlybuf4s50_1: 88
and2_1: 94
a21oi_1: 57
xnor2_1: 89
ha_1: 154
nor2_1: 87
==> stage by stage <==
step / cell area [um2]
after floorplan: 12300
after global placement: 13600
after detailed placement: 13600
after CTS: 13600
after global routing: 13600
final: 13600
==> path summary, 6_finish.rpt <==
path	to	slack, ns	cells after the start
hold / removal	tempc[0]	13.33	4
setup / recovery	tempc[26]	2.75	55
==> area by class of cell <==
type	instances	share of cell area
Multi-Input combinational cell	1219	0.820
Tap cell	390	0.0360
Antenna cell	1	0.000185
Inverter	253	0.0701
Timing Repair Buffer	103	0.0733
==> kinds of logic after synthesis <==
logic type | after synthesis | share of synthesized area
xor+xnor | 119 | 0.0854
other cells | 2 | 0.000611
simple gates | 534 | 0.221
fa+ha+maj | 344 | 0.466
mux | 38 | 0.0321
compound gates | 178 | 0.0969
buf+inv | 316 | 0.0978
==> worst min-delay path: stages <==
cell and delay [ns]:
clkdlybuf4s50_1 0.51, ha_1 0.17, inv_1 0.06, clkdlybuf4s50_1 0.39
