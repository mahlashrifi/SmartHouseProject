===== design.v =====
`timescale 1 ns/1 ns
module ActiveLamps (
	input  [3:0] tcode  ,  
	input  [3:0] ulight ,  
    input  [3:0] lenght     ,  
	output [3:0] active_lights   
);
  assign  active_lights = tcode == 4'b0001 ? 4'b0000 :
								  tcode == 4'b0010 ? 4'b0000 :
								  tcode == 4'b0100 ? lenght / 4'b0100  :
								  tcode == 4'b1000 ? ulight :
								  4'b0000;
endmodule
`timescale 1 ns/1 ns
module LampState (
	input  [ 3:0] active_lights ,  
	output [15:0] lights_state     
);
	assign lights_state[0] =  active_lights > 4'b0000 ? 1 : 0; 
	assign lights_state[1] =  active_lights > 4'b0001 ? 1 : 0; 
	assign lights_state[2] =  active_lights > 4'b0010 ? 1 : 0; 
	assign lights_state[3] =  active_lights > 4'b0011 ? 1 : 0; 
	assign lights_state[4] =  active_lights > 4'b0100 ? 1 : 0; 
	assign lights_state[5] =  active_lights > 4'b0101 ? 1 : 0; 
	assign lights_state[6] =  active_lights > 4'b0110 ? 1 : 0; 
	assign lights_state[7] =  active_lights > 4'b0111 ? 1 : 0; 
	assign lights_state[8] =  active_lights > 4'b1000 ? 1 : 0; 
	assign lights_state[9] =  active_lights > 4'b1001 ? 1 : 0; 
	assign lights_state[10] =  active_lights > 4'b1010 ? 1 : 0; 
	assign lights_state[11] =  active_lights > 4'b1011 ? 1 : 0; 
	assign lights_state[12] =  active_lights > 4'b1100 ? 1 : 0; 
	assign lights_state[13] =  active_lights > 4'b1101 ? 1 : 0; 
	assign lights_state[14] =  active_lights > 4'b1110 ? 1 : 0; 
	assign lights_state[15] =  active_lights == 4'b1111 ? 1 : 0;
endmodule
`timescale 1 ns/1 ns 
module LightingSystem (
	input  [ 3:0] tcode      ,  
	input  [ 3:0] ulight     ,  
	input  [ 3:0] lenght     ,  
	output [ 3:0] wshade     ,  
	output [ 3:0] lightnum   ,  
	output [15:0] lightstate    
);
	WindowShadeDegree w1(tcode, ulight, wshade);
	ActiveLamps a1(tcode, ulight, lenght, lightnum);
	LampState l1(lightnum, lightstate);
endmodule
`timescale 1 ns/1 ns
module WindowShadeDegree (
	input  [3:0] tcode  ,  
	input  [3:0] ulight ,  
	output [3:0] wshade    
);
  assign  wshade = tcode == 4'b0001 ? 4'b1111 :
						 tcode == 4'b0010 ? 4'b1100 :
					    tcode == 4'b0100 ? ulight :
					    tcode == 4'b1000 ? 4'b0000 :
				       4'b0000;
endmodule

===== run.sh =====
#!/bin/bash
# OpenROAD 26Q1-2900-gdf79404cd8, Yosys 0.63+post, stock flow scripts
make -C /OpenROAD-flow-scripts/flow DESIGN_CONFIG=/design/flow/config.mk WORK_HOME=/design/flow/orfs finish

===== config.mk =====
export PLATFORM = sky130hd
export DESIGN_NAME = LightingSystem
export DESIGN_NICKNAME = LightingSystem
export VERILOG_FILES = /design/flow/design.v
export SDC_FILE = /design/flow/constraint.sdc
export NUM_CORES = 4
export LEC_CHECK = 1
export CORE_AREA = 10 10 70 70
export DIE_AREA = 0 0 80 80

===== constraint.sdc =====
current_design LightingSystem

set clk_period 4.4
set clk_io_pct 0.2

create_clock -name clk0 -period $clk_period

set non_clock_inputs [all_inputs -no_clocks]
set_input_delay [expr $clk_period * $clk_io_pct] -clock clk0 $non_clock_inputs
set_output_delay [expr $clk_period * $clk_io_pct] -clock clk0 [all_outputs]

==> run summary <==
run results: crit-path max FO 13, Post-Syn Area 349 µm², fmax roughly 270 MHz, # IOs 36, Post-CTS Setup Bufs 0, Via density roughly 3.7, routed via count 490, final WL around 1500 µm, post-layout period usage 0.843, CP bufs+invs 2, Logic area just under 300 µm², relative slew slack 0.696, gpl congestion approximately 0.75, num sequential 0, yosys cell count between 50 and 60, die height around 80 µm, met3 Use GR 0.0239, Residual DRC 0, largest net degree at the start of global routing 14, initial antenna violation count 0, Final Hold Fails 0, Top cells excl fill/tap clkdlybuf4s50_1, a21oi_1, inv_1, Setup-failing EPs final 0, worst vdd ir 29.4 µV, Leak about 0.29 nW, setup TNS 0 ns, CP arrival 2.83 ns, share of layout cells above drive strength 1 0.0920, PD cells around 55 mW/mm², Min-Delay Path Class in -> out, Mean Syn Cell Area between 6 and 7 µm², antenna-violating nets left 0, number of fill cells a little under 400, vias in the first global route 477, # rows 21, worst endpoint required time roughly 3.5 ns, DRT iter0 DRCs 5, First-pass DRT Iterations 4, n_diodes 0, CP Capture Type primary output, Resized cells post-CTS 0, Pwr Total between 0.03 and 0.04 mW, Post-CTS Hold Buffers 0, average wire per standard cell around 11 µm, Worst-Margin Slew 0.453 ns, fin crit period between 3 and 4 ns, Cell Chain, Critical Path clkdlybuf4s50_1, nor4b_4, nand2_1, a21oi_1, clkdlybuf4s50_1, chip width approximately 80 µm, Worst path most repeated cell clkdlybuf4s50_1, floorplan utilization 0.102, met2 usage 0.0634, Tool Warnings 34, register area 0 µm², Commonest Layout Cell clkdlybuf4s50_1, Logic pwr share 1.000, chip area ~0.0064 mm², first-pass GRT wire length between 2000 and 2500 µm, status finished clean, Yosys cell types 21, DPL Wire Length approximately 1300 µm, Psw approximately 0.016 mW, # Max-Cap Violations 0, YS chip area between 300 and 400 µm², core area around 0.0034 mm², Synth warnings 0, IO Port Bufs 34, Seq share, synth 0, Setup Crit Path Kind in -> out, Crit path max-delay family buffers and inverters, Slew Viols, Final 0, Gate Count Post-Synth 56, grt total ovfl 0, Crit-path slowest cell clkdlybuf4s50_1, global route hottest layer met2, synthesis-to-layout area growth 106%, Tot GR Track Use 0.0418, Sw Share 0.403, CP startpoint kind input port, RSZ-0062 raised after global routing false, global routing usage on met1 0.0534, slowest cell delay on critical path 0.61 ns, clkbuf count 0, clock share of power 0, share of power burned in registers 0, Cell Int Power 0.0237 mW
[tightest hold or removal path, cell delays in order]
cell and delay (ns):
clkdlybuf4s50_1 0.46, nand2_1 0.09, a21oi_1 0.06, clkdlybuf4s50_1 0.43
[cells in the mapped netlist]
master | n | area (µm²)
a21oi_1 | 9 | 45.0
inv_1 | 6 | 22.5
and3b_1 | 4 | 35.0
nand2_1 | 4 | 15.0
nor2_1 | 4 | 15.0
nor3_1 | 4 | 20.0
o21ai_0 | 4 | 20.0
buf_4 | 3 | 22.5
o21ai_1 | 3 | 15.0
a21o_2 | 2 | 17.5
nand3b_1 | 2 | 15.0
nor2b_1 | 2 | 12.5
buf_6 | 1 | 11.3
mux2_2 | 1 | 11.3
nand2_2 | 1 | 6.26
nand2b_1 | 1 | 6.26
nand3_1 | 1 | 5.00
nand3_2 | 1 | 10.0
nor4b_4 | 1 | 23.8
o21bai_1 | 1 | 7.51
o31ai_2 | 1 | 12.5
[final cells by class]
type | count | area share
Timing Repair Buffer | 35 | 0.483
Tap cell | 46 | 0.0799
Inverter | 6 | 0.0313
Multi-Input combinational cell | 46 | 0.406
[cell families (layout without fill, tap and decap cells)]
group / count (synthesis) / in the layout / share of synthesized area
buf+inv: 10 / 41 / 0.161
simple gates: 25 / 25 / 0.469
mux: 1 / 1 / 0.0323
compound gates: 20 / 20 / 0.337
[metal layers]
metal,routed length [µm],share of wire,vias up
met5,0,0,-
met4,0,0,0
met3,250,0.17,0
met2,559,0.38,25
met1,665,0.45,208
li1,-,-,257
[stage by stage]
step                hold WS, ns  worst slack, ns  utilization  cells  area [µm²]
floorplan                  1.78             1.89            -     56         349
global placement           2.79            0.703        0.211    133         721
detailed placement         2.79            0.697        0.211    133         721
CTS                        2.80            0.685        0.211    133         721
global route               2.84            0.532        0.211    133         721
finish                     2.80            0.689        0.211    133         721
[final timing paths]
| kind | start | depth (start not counted) | end | slack (ns) |
|---|---|---|---|---|
| worst max-delay path | tcode[2] | 5 | lightstate[10] | 0.69 |
| worst min-delay path | ulight[0] | 4 | lightstate[10] | 2.80 |
[power by group through the flow]
stage | logic, mW | clock network, mW | registers, mW
4_1_cts | 0.0402 | 0 | 0
5_1_grt | 0.0440 | 0 | 0
6_report | 0.0397 | 0 | 0
Power is estimated from default activity; no workload was simulated.
